[design/flow/run.sh]
#!/bin/bash
# OpenROAD 26Q1-2900-gdf79404cd8, Yosys 0.63+post, stock flow scripts
make -C /OpenROAD-flow-scripts/flow DESIGN_CONFIG=/design/flow/config.mk WORK_HOME=/design/flow/orfs finish
[design/flow/config.mk]
export PLATFORM = sky130hd
export DESIGN_NAME = state_machine_race
export DESIGN_NICKNAME = state_machine_race
export VERILOG_FILES = /design/flow/design.v
export SDC_FILE = /design/flow/constraint.sdc
export NUM_CORES = 4
export LEC_CHECK = 1
export CORE_AREA = 10 10 100 100
export DIE_AREA = 0 0 110 110
[design/flow/constraint.sdc]
current_design state_machine_race

set clk_period 1.1
set clk_io_pct 0.2

create_clock -name clk0 -period $clk_period [get_ports {clk}]
create_clock -name clk1 -period $clk_period [get_ports {insere}]

set non_clock_inputs [all_inputs -no_clocks]
set_input_delay [expr $clk_period * $clk_io_pct] -clock clk0 $non_clock_inputs
set_output_delay [expr $clk_period * $clk_io_pct] -clock clk0 [all_outputs]
[design/flow/design.v]
module state_machine_race (
    input clk,
    input reset,
    input wire[3:0] numero,
    input insere,
    output reg led = 0,
    output reg[6:0] display = 7'b0000001
);
    localparam sig0 = 3'b000;
    localparam sig1 = 3'b001;
    localparam sig2 = 3'b010;
    localparam sig3 = 3'b011;
    localparam sig4 = 3'b100;
    localparam sig5 = 3'b101;
    localparam sig6 = 3'b110;
    localparam sigfalha = 3'b111;
    reg [2:0] present_state = 3'b000;
    reg [2:0] next_state = 3'b000;
    always @(negedge insere) begin
                if(numero < 4'b1010) begin
                    case (present_state)
                        sigfalha: begin
                            next_state = present_state; end
                        sig6:begin
                            next_state = present_state; end
                        sig5:begin
                            if (numero == 4'b1001)
                                next_state = sig6;
                            else
                                if(led == 0)
                                    led = 1;
                                else
                                    next_state = sigfalha;end
                        sig4:begin
                            if (numero == 4'b0101)
                                next_state = sig5;
                            else
                                if(led == 0)
                                    led = 1;
                                else
                                    next_state = sigfalha;end
                        sig3:begin
                            if (numero == 4'b1001)
                                next_state = sig4;
                            else
                                if(led == 0)
                                    led = 1;
                                else
                                    next_state = sigfalha;end
                        sig2:begin
                            if (numero == 4'b0111)
                                next_state = sig3;
                            else
                                if(led == 0)
                                    led = 1;
                                else
                                    next_state = sigfalha;end
                        sig1:begin
                            if (numero == 4'b0011)
                                next_state = sig2;
                            else
                                if(led == 0)
                                    led = 1;
                                else
                                    next_state = sigfalha;end
                        sig0:
                        begin
                            if (numero ==4'b0101) begin
                                next_state = sig1;
                            end else begin
                                if (led == 0)
                                    led = 1;
                                else
                                    next_state = sigfalha;
                            end
                        end
                        default:begin
                            next_state = sig0;end
                    endcase 
                end else begin
                    next_state = present_state;
                end
                if(reset == 1'b0)begin
                    next_state = sig0;
                    led = 0;
                end
    end
    always @(negedge insere) begin
            if(present_state == sig0 && reset == 1'b0)
                display = 7'b0000001;
            else if(insere == 1'b0) begin
                if(present_state == sigfalha)
                    display = 7'b0111000;
                else if(present_state == sig6)
                    if(led == 0)
                        display = 7'b0100100;
                    else
                        display = 7'b0011000;
                else 
                    if (numero == 4'b1001)
                        display = 7'b0000100;
                    else if (numero == 4'b1000)
                        display = 7'b0000000;
                    else if (numero == 4'b0111)
                        display = 7'b0001111;
                    else if (numero == 4'b0110)
                        display = 7'b0100000;
                    else if (numero == 4'b0101)
                        display = 7'b0100100;
                    else if (numero == 4'b0100)
                        display = 7'b1001100;
                    else if (numero == 4'b0011)
                        display = 7'b0000110;
                    else if (numero == 4'b0010)
                        display = 7'b0010010;
                    else if (numero == 4'b0001)
                        display = 7'b1001111;
                    else if (numero == 4'b0000)
                        display = 7'b0000001;  
                    else
                        display = 7'b1111110;  
            end
    end
    always @(posedge clk) begin
        if (reset == 1'b0) begin 
            present_state = sig0;
        end else begin
            present_state = next_state; 
        end
    end
endmodule
==> run_results.csv <==
group,metric,value,unit
status,status,"complete, but fails checks",
status,violations,"negative setup slack",
layout,logic_area,742,um^2
pwr,leakage,0.962,nW
pwr,p_switching,1.39,mW
pwr,power.share.switching,31.8,%
pwr,peakVddDrop,0.985,mV
route,via_per_inst,4.19,
worst_setup_path,cp-end-kind,"flop",
pwr,p_comb_share,17.1,%
place,gp_congestion,0.897,
pwr,internal_power,2.99,mW
place,post-place-ws,-1270,ps
job,warning_count,49,
synthesis,yosys_area,871,um^2
layout,drive_above_1_share,66.8,%
pwr,clkPwrFrac,65.9,%
route,drt-initial-drc-count,89,
die,die_w,110,um
synthesis,netlist_area,871,um^2
layout,regArea,304,um^2
worst_setup_path,rr_endpoint,"next_state[1]",
die,core_area,0.00781,mm^2
die,rows,32,
synthesis,ys_cells,112,
synthesis,synthCells,112,
worst_setup_path,worstPathRequired,880,ps
die,chipHeight,110,um
timing,report.final.slew_viol_count,0,
die,ioPinCount,15,
die,fp_util,11.2,%
global_routing,grt_overflow,0,
global_routing,grt_pass1_vias,1584,
place,hpwlAfterDp,2.19,mm
timing,slew_headroom,77.1,%
cts,path_clk_slew,40,ps
pwr,seqPwrFrac,17.0,%
route,firstDrtPassIters,4,
job,max_cap_viol_count,0,
route,drc,0,
route,vias,1286,
timing,setup-violations-final,31,
layout,lay_top_count,"buf_4",
worst_setup_path,endpoint,"next_state[1]",
synthesis,syn_avg_cell_area,7.78,um^2
synthesis,seq_area_frac_synth,32.2,%
synthesis,yosys_register_bits,14,
pwr,finalPower,4.38,mW
timing,setup_ws,-618,ps
timing,hold_viol,0,
pwr,power.density,2060,mW/mm^2
synthesis,async_reset_ff_share,0,%
route,drtAntennaViolNets,0,
layout,area_growth,145,%
worst_setup_path,arrival,1500,ps
route,wl_per_cell,12.9,um
place,port_buffers,13,
route,routed_wl,3.97,mm
worst_setup_path,crit_fanout,7,
worst_setup_path,reg2reg_depth,5,
route,diodes,0,
die,die_area,0.0121,mm^2
global_routing,grtUsageTotal,6.61,%
worst_setup_path,r2r-start,"present_state[1]",
layout,fillers,769,
worst_setup_path,startpoint,"present_state[1]",
global_routing,grt_max_degree,10,
worst_setup_path,start_kind,"flop",
global_routing,grt_pass1_wl,6.50,mm
worst_hold_path,hold_path.class,"clk2reg",
global_routing,grt_antenna_before_repair,0,
synthesis,ys_types,40,
synthesis,ys_warn_count,1,
synthesis,ys.flop_type,"dfxtp_1",
timing,fin_skew,12.7,ps
cts,cts_tree,"built",
cts,cts_hold_buf,0,
worst_hold_path,hold_depth,3,
timing,rsz0062_at_grt,"true",
timing,timing_worst_slew_pin_value,341,ps
worst_setup_path,worstSetupPathType,"reg2reg",
synthesis,edf_count,0,
layout,layout_top_cells,"buf_4, buf_6, inv_1",
worst_setup_path,rrSetupSlack,-620,ps
==> flip-flops by register name, summed over array words and instances, names as in the netlist <==
register and count:
present_state 3, display 7, led 1, next_state 3
==> synthesized netlist by cell type (2+ instances only) <==
| cell type | instances | area share, % |
|---|---|---|
| nand2b_1 | 2 | 1.4 |
| nor2_1 | 9 | 3.9 |
| a21oi_1 | 10 | 5.7 |
| nor3_1 | 5 | 2.9 |
| dfxtp_1 | 14 | 32 |
| nor2b_1 | 2 | 1.4 |
| inv_1 | 5 | 2.2 |
| clkbuf_1 | 2 | 0.86 |
| o21ai_0 | 12 | 6.9 |
| nand2_1 | 8 | 3.4 |
| xor2_1 | 2 | 2.0 |
| buf_2 | 4 | 2.3 |
| a211oi_1 | 3 | 2.6 |
| nand3_1 | 2 | 1.1 |
| and2_1 | 4 | 2.9 |
| o31ai_1 | 2 | 1.7 |
| and3_1 | 3 | 2.2 |
==> cell families (layout without fill, tap and decap cells) <==
logic type	Yosys count	in the layout	synth area share, %
AND-OR/OR-AND	43	43	34.1
XOR/XNOR	2	2	2.01
buffers and inverters	12	105	6.18
flip-flops	14	14	32.2
multiplexers	1	1	1.29
AND/OR/NAND/NOR	40	40	24.3
==> critical path, cell delays in order, from the launching register on <==
cell and delay [ps]:
dfxtp_4 360, buf_6 130, buf_6 110, o32ai_2 310, o31ai_1 110, o221a_2 250
==> per-stage QoR <==
| step | setup TNS (ps) | area, um^2 | hold WS [ps] | util [%] | std cells |
|---|---|---|---|---|---|
| floorplan | -6280 | 987 | 290 | - | 112 |
| global placement | -17100 | 1430 | 140 | 18.3 | 256 |
| detailed placement | -16940 | 1430 | 140 | 18.3 | 256 |
| CTS | -10310 | 2070 | 111 | 26.5 | 306 |
| global route | -10920 | 2130 | 101 | 27.3 | 307 |
| finish | -10040 | 2130 | 107 | 27.3 | 307 |
==> power by group through the flow <==
stage	clock (mW)	combinational (mW)	sequential (mW)
after CTS	2.83	0.722	0.739
after global routing	3.15	0.817	0.757
final	2.88	0.751	0.745
==> final cells by class <==
class | count | area share (%)
clock buffer | 18 | 12.0
clock inverter | 14 | 2.53
timing repair buffer | 69 | 29.4
inverter | 4 | 0.940
tap | 102 | 5.99
sequential | 14 | 14.3
multi-input combinational | 86 | 34.8
==> routing by layer <==
metal,wire [um],up-vias,GRT usage [%],share of wire [%]
met2,1940,63,9.27,49
met4,89,0,5.48,2.2
li1,-,595,-,-
met3,315,12,4.05,7.9
met5,0,-,0,0
met1,1620,616,6.92,41
==> repair_timing <==
item,CTS,global route
buffers inserted,20,2
endpoints found under the setup margin,33,32
resized,105,17
pin swaps,19,8
==> worst min-delay path by stage <==
stage | from | end | slack, ps
6_report | insere | display[4] | 110
5_1_grt | insere | display[4] | 100
4_1_cts | insere | display[4] | 110
Power is estimated from default activity; no workload was simulated.
